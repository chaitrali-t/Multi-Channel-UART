<file path="/design/flow/config.mk">
export PLATFORM = sky130hd
export DESIGN_NAME = multi_uart_top
export DESIGN_NICKNAME = multi_uart_top
export VERILOG_FILES = /design/flow/design.v
export SDC_FILE = /design/flow/constraint.sdc
export NUM_CORES = 4
export LEC_CHECK = 1
export CORE_UTILIZATION = 40
</file>
<file path="/design/flow/constraint.sdc">
current_design multi_uart_top

set clk_period 2.2
set clk_io_pct 0.2

create_clock -name clk0 -period $clk_period [get_ports {clk}]

set non_clock_inputs [all_inputs -no_clocks]
set_input_delay [expr $clk_period * $clk_io_pct] -clock clk0 $non_clock_inputs
set_output_delay [expr $clk_period * $clk_io_pct] -clock clk0 [all_outputs]
</file>
<file path="/design/flow/design.v">
module baud_gen (
    input  wire clk,
    input  wire rst,
    output reg  baud_tick
);
    parameter BAUD_DIV = 5208;
    reg [12:0] count;
    always @(posedge clk or posedge rst) begin
        if (rst) begin
            count <= 0;
            baud_tick <= 0;
        end else begin
            if (count == BAUD_DIV - 1) begin
                count <= 0;
                baud_tick <= 1;
            end else begin
                count <= count + 1;
                baud_tick <= 0;
            end
        end
    end
endmodule
module tx (
    input  wire clk,
    input  wire rst,
    input  wire baud_tick,
    input  wire tx_start,
    input  wire [7:0] tx_data,
    output reg  tx,
    output reg  tx_busy
);
    reg [3:0] bit_cnt;
    reg [9:0] shift_reg;
    always @(posedge clk or posedge rst) begin
        if (rst) begin
            tx <= 1'b1;
            tx_busy <= 0;
            bit_cnt <= 0;
            shift_reg <= 0;
        end else begin
            if (tx_start && !tx_busy) begin
                shift_reg <= {1'b1, tx_data, 1'b0};
                tx_busy <= 1;
                bit_cnt <= 0;
            end
            else if (baud_tick && tx_busy) begin
                tx <= shift_reg[0];
                shift_reg <= shift_reg >> 1;
                bit_cnt <= bit_cnt + 1;
                if (bit_cnt == 9) begin
                    tx_busy <= 0;
                    tx <= 1'b1;
                end
            end
        end
    end
endmodule
module rx (
    input  wire clk,
    input  wire rst,
    input  wire baud_tick,
    input  wire rx,
    output reg  [7:0] rx_data,
    output reg  rx_done
);
    reg [3:0] bit_cnt;
    reg [7:0] rx_shift;
    reg receiving;
    always @(posedge clk or posedge rst) begin
        if (rst) begin
            bit_cnt <= 0;
            rx_shift <= 0;
            receiving <= 0;
            rx_done <= 0;
        end else begin
            rx_done <= 0;
            if (!receiving && rx == 0) begin
                receiving <= 1;
                bit_cnt <= 0;
            end
            else if (receiving && baud_tick) begin
                bit_cnt <= bit_cnt + 1;
                if (bit_cnt >= 1 && bit_cnt <= 8) begin
                    rx_shift <= {rx, rx_shift[7:1]};
                end
                if (bit_cnt == 9) begin
                    receiving <= 0;
                    rx_data <= rx_shift;
                    rx_done <= 1;
                end
            end
        end
    end
endmodule
module channel (
    input  wire clk,
    input  wire rst,
    input  wire baud_tick,
    input  wire rx,
    input  wire tx_start,
    input  wire [7:0] tx_data,
    output wire tx,
    output wire [7:0] rx_data,
    output wire rx_done,
    output wire tx_busy
);
    tx tx_inst (
        .clk(clk),
        .rst(rst),
        .baud_tick(baud_tick),
        .tx_start(tx_start),
        .tx_data(tx_data),
        .tx(tx),
        .tx_busy(tx_busy)
    );
    rx rx_inst (
        .clk(clk),
        .rst(rst),
        .baud_tick(baud_tick),
        .rx(rx),
        .rx_data(rx_data),
        .rx_done(rx_done)
    );
endmodule
module multi_uart_top (
    input  wire clk,
    input  wire rst,
    input  wire rx_ch0,
    input  wire rx_ch1,
    input  wire tx_start_ch0,
    input  wire tx_start_ch1,
    input  wire [7:0] tx_data_ch0,
    input  wire [7:0] tx_data_ch1,
    output wire tx_ch0,
    output wire tx_ch1,
    output wire [7:0] rx_data_ch0,
    output wire [7:0] rx_data_ch1,
    output wire rx_done_ch0,
    output wire rx_done_ch1
);
    wire baud_tick;
    wire tx_busy_ch0;
    wire tx_busy_ch1;
    baud_gen bg (
        .clk(clk),
        .rst(rst),
        .baud_tick(baud_tick)
    );
    channel ch0 (
        .clk(clk),
        .rst(rst),
        .baud_tick(baud_tick),
        .rx(rx_ch0),
        .tx_start(tx_start_ch0),
        .tx_data(tx_data_ch0),
        .tx(tx_ch0),
        .rx_data(rx_data_ch0),
        .rx_done(rx_done_ch0),
        .tx_busy(tx_busy_ch0)
    );
    channel ch1 (
        .clk(clk),
        .rst(rst),
        .baud_tick(baud_tick),
        .rx(rx_ch1),
        .tx_start(tx_start_ch1),
        .tx_data(tx_data_ch1),
        .tx(tx_ch1),
        .rx_data(rx_data_ch1),
        .rx_done(rx_done_ch1),
        .tx_busy(tx_busy_ch1)
    );
endmodule
</file>
<file path="/design/flow/run.sh">
#!/bin/bash
# OpenROAD 26Q1-2900-gdf79404cd8, Yosys 0.63+post, stock flow scripts
make -C /OpenROAD-flow-scripts/flow DESIGN_CONFIG=/design/flow/config.mk WORK_HOME=/design/flow/orfs finish
</file>
==> results.toml <==
# generated from flow reports
[floorplanning]
fp_util_pct = 41.1
dieArea_sq_mm = 0.0105
rows = 36
core_area_sq_mm = 0.00977
die_y_microns = 102
ios = 42
dieWidth_microns = 102

[route]
drt_pre_antenna_iters = 4
initialDrtViolationCount = 61
drt-total-wl_microns = 6600
vias = 2563
wl_per_cell_microns = 12.9
route.detailed.drc = 0
antenna_left = 0
antenna_cells = 0
via_per_inst = 5.00

[cells_and_area]
drive_gt1_share_pct = 14.7
largest_reg_flops = 13
final_area_sq_mm = 0.00487
syn2layout_area_growth_pct = 21.3

[global_route]
overflow = 0
grt_usage_pct = 14.4
grt_max_degree = 30
use_met2_pct = 22.5
grt_pass1_vias = 2588
use_met1_pct = 22.6
grt.met3_usage_pct = 2.92
grt_pass1_wl_microns = 11700
antenna_found_initial = 0
grt.busiest_layer = "met1"

[logic_synthesis]
yosysWarnings = 3
syn_avg_cell_area_sq_um = 12.4
top_cell_area_share_pct = 44.8
synth_cell_type_count = 47
ys.flop_type = "dfrtp_1"
yosys-stat-cells = 323
yosysTopAreaCell = "dfrtp_1"
top_cells_by_area = "dfrtp_1 (45%), edfxtp_1 (12%), mux2_2 (4.5%)"
ys_ff = 90
netlist_instances = 323
synth-async-reset-ratio_pct = 82.2
synth_chip_area_sq_mm = 0.00402
syn-cell-area_sq_mm = 0.00402
ys_seq_share_pct = 58.1
synthTopCellsByCount = "dfrtp_1 (72), nand2_1 (18), edfxtp_1 (16), mux2_2 (16), a22o_1 (15)"
edf_count = 16
yosysMostFrequentCell = "dfrtp_1"

[hold_path]
min_path_cells = 0
hold-path-endpoint = "ch0.rx_inst.rx_data[0]"
hold_start = "ch0.rx_inst.rx_shift[0]"
hold_class = "reg2reg"

[worst_setup_path]
crit_family = "flip-flops"
crit_slowest_cell = "dfrtp_1"
cp_max_fo = 8
timing.rr.end = "ch1.rx_inst.rx_shift[5]"
required_ns = 2.44
critical_path_buf_inv_count = 1
r2r_slack_ns = 0.35
worstPathArrival_ns = 2.09
cpPeakStageDelay_ns = 0.46
reg2reg_from = "ch1.rx_inst.bit_cnt[0]"
end_kind = "register"
critical_path_class = "reg2reg"
reg2reg_depth = 5
crit_chain = "inv_1 > ha_1 > nor4b_2 > a211oi_4 > mux2_2"
crit_path_start_kind = "register"

[sta]
period_needed_ns = 1.85
setup_viol = 0
final-hold-violation-count = 0
drv_slew = 0
tightest_slew_ns = 0.863
min_period_over_period_pct = 84.2
fmax_mhz = 540
setup_tns_ns = 0
fin_skew_ns = 0.00634
rsz0062_at_grt = "false"
slew-limit-headroom_pct = 42.5

[power_and_ir_drop]
p_leak_nw = 2.07
power.density_mw_per_mm2 = 666
ir_drop_mv = 0.389
finalPower_mw = 3.25

[cts]
cts_made_buffers = 9
clkLatencyLatePin_ns = 0.35
cts_resized = 0
clock_sinks = 90
clk_pin_slew_ns = 0.09
postCtsSetupBuffers = 0
clockBufferDepth = 2
hold_buffers = 0
cts_root_buf = "clkbuf_8"
h-tree-depth = 3
cts_tree = "yes"

[run_status]
outcome = "finished, final reports clean"

[job]
warnings = 33
cap_viol_max_count = 0

[placement]
gp_congestion = 0.796
placed_area_sq_mm = 0.00465
numPortBuffers = 41
post-dp-hpwl_microns = 4450
==> kinds of logic after synthesis <==
kind of cell | share of synthesized area (%)
AND-OR/OR-AND | 12.7
XOR/XNOR | 3.49
adder cells (fa/ha/maj) | 4.05
buffers and inverters | 2.62
flip-flops | 58.1
multiplexers | 6.76
AND/OR/NAND/NOR | 12.3
==> how the worst max path moves through the flow <==
stage,start,cells past startpoint,to
4_1_cts,ch1.rx_inst.bit_cnt[0],5,ch1.rx_inst.rx_shift[5]
5_1_grt,ch1.rx_inst.bit_cnt[0],5,ch1.rx_inst.rx_shift[0]
6_report,ch1.rx_inst.bit_cnt[0],5,ch1.rx_inst.rx_shift[5]
==> area by class of cell <==
| cell class | instances | area (sq um) |
|---|---|---|
| clock buffer | 10 | 128 |
| tap | 133 | 166 |
| multi-input combinational | 207 | 1580 |
| fill | 878 | 4900 |
| sequential | 90 | 2330 |
| clock inverter | 6 | 96.3 |
| inverter | 14 | 56.3 |
| timing repair buffer | 53 | 513 |
==> power breakdown <==
part           switching, mW  internal [mW]
combinational         0.0871          0.106
sequential            0.0473           1.75
clock                  0.600          0.657
==> layer usage <==
metal / up-vias / wire (microns)
li1: 1263 / -
met2: 50 / 2990
met1: 1244 / 3250
met3: 6 / 273
met5: - / 0
met4: 0 / 77
==> layout by cell type, fill, tap and decap left out, drive strengths merged, types with 5 or more instances in the layout <==
master and n:
xnor2 7, xor2 9, mux2i 8, nor2b 12, clkbuf 10, a21oi 15, nor2 14, buf 12
ha 13, clkdlybuf4s50 41, a22o 15, nand3 9, mux2 17, nor3 6, a21o 10, inv 16
o21ai 12, edfxtp 16, nand2 18, a211oi 10, nand4 5, dfrtp 72
==> stage by stage <==
stage               hold WS, ns  util (%)  setup slack, ns  std cells
floorplan                 0.421         -            0.237        323
global placement          0.429      47.6            0.391        497
detailed placement        0.435      47.6            0.370        497
CTS                       0.454      49.9            0.332        513
global route              0.479      49.9            0.232        513
finish                    0.452      49.9            0.347        513
Power is estimated from default activity; no workload was simulated.
